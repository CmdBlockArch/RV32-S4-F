==> flow/design.v <==
module DIV (
  input clock, reset,
  input flush,
  output in_ready,
  input in_valid,
  input in_sign,
  input [31:0] in_a, in_b,
  input out_ready,
  output out_valid,
  output [31:0] out_quot,
  output [31:0] out_rem
);
  parameter ST_HOLD = 6'b111111;
  parameter ST_IDLE = 6'd32;
  reg [5:0] state, state_next;
  wire st_hold = state == ST_HOLD;
  wire st_idle = state == ST_IDLE;
  reg [63:0] a, a_next;
  reg [31:0] b, b_next;
  reg qs, qs_next;
  reg rs, rs_next;
  reg [31:0] q, q_next;
  wire [32:0] rem = a[63:31] - {1'b0, b};
  always @(posedge clock) begin
    if (reset) begin
      state <= ST_IDLE;
    end else begin
      state <= state_next;
      a <= a_next;
      b <= b_next;
      qs <= qs_next;
      rs <= rs_next;
      q <= q_next;
    end
  end
  wire in_as = in_a[31] & in_sign;
  wire in_bs = in_b[31] & in_sign;
  always_comb begin
    state_next = state;
    a_next = a;
    b_next = b;
    qs_next = qs;
    rs_next = rs;
    q_next = q;
    if (in_ready & in_valid) begin
      state_next = flush ? ST_IDLE : 6'd31;
      a_next = {32'b0, ({32{in_as}} ^ in_a) + {31'b0, in_as}};
      b_next = ({32{in_bs}} ^ in_b) + {31'b0, in_bs};
      qs_next = (in_a[31] ^ in_b[31]) & in_sign;
      rs_next = in_a[31] & in_sign;
    end
    if (st_idle) begin
      if (in_valid) ;
    end else if (st_hold) begin
      if (flush | out_ready) begin
        state_next = ST_IDLE;
      end
    end else begin
      if (flush) begin
        state_next = ST_IDLE;
      end else begin
        state_next = state - 1;
        a_next = rem[32] ? {a[62:0], 1'b0} : {rem[31:0], a[30:0], 1'b0};
        q_next = {q[30:0], ~rem[32]};
      end
    end
  end
  assign in_ready = st_idle;
  assign out_valid = st_hold;
  assign out_quot = ({32{qs}} ^ q) + {31'b0, qs};
  assign out_rem  = ({32{rs}} ^ a[63:32]) + {31'b0, rs};
endmodule
==> flow/run.sh <==
#!/bin/bash
# OpenROAD 26Q1-2900-gdf79404cd8, Yosys 0.63+post, stock flow scripts
make -C /OpenROAD-flow-scripts/flow DESIGN_CONFIG=/design/flow/config.mk WORK_HOME=/design/flow/orfs finish
==> flow/config.mk <==
export PLATFORM = sky130hd
export DESIGN_NAME = DIV
export DESIGN_NICKNAME = DIV
export VERILOG_FILES = /design/flow/design.v
export SDC_FILE = /design/flow/constraint.sdc
export NUM_CORES = 4
export LEC_CHECK = 1
export CORE_UTILIZATION = 50
==> flow/constraint.sdc <==
current_design DIV

set clk_period 15.6
set clk_io_pct 0.2

create_clock -name clk0 -period $clk_period [get_ports {clock}]

set non_clock_inputs [all_inputs -no_clocks]
set_input_delay [expr $clk_period * $clk_io_pct] -clock clk0 $non_clock_inputs
set_output_delay [expr $clk_period * $clk_io_pct] -clock clk0 [all_outputs]
==> run summary <==
# rows -> 57
First-pass GRT wire length -> 50200 µm
RSZ-0062 raised after global routing -> false
Slowest stage delay, CP -> 0.57 ns
Crit path cell chain -> buf_4 > or4b_4 > mux2i_1 > nand4_2 > a2111oi_4 > nand2b_1 > o31a_1 > a21oi_1 > xnor2_1 > clkdlybuf4s50_1
Final Skew -> 0.0151 ns
Maximum vdd ir drop -> 95.9 µV
GR Overflow Total -> 0
CTS resizes -> 0
Non-filler cells, final -> 1855
Tool Warnings -> 27
Reg area -> 4020 µm²
Final setup fails -> 0
Ys flops -> 136
Vert. Die Dim -> 159 µm
YS chip area -> 12300 µm²
Clock period minus worst slack -> 7.02 ns
Slew HR -> 47.1%
Synth warn -> 1
Number of fill cells in the layout -> 2100
Average size of a mapped cell -> 8.58 µm²
Core Box Area -> 24200 µm²
Share of post-route cells with drive strength above 1 -> 5.75%
Max Slew Vio Count -> 0
TritonCTS Sinks -> 136
Cell total after placement -> 1823
Final period util -> 45.0%
Initial Util -> 50.9%
Area share, top type -> 31.7%
Commonest cells in the netlist -> 132 x xnor2_1, 130 x edfxtp_1, 125 x a21oi_1
TritonCTS clock tree -> done
Post-route setup TNS -> 0 ns
CP max FO -> 63
Mapped Cells -> 1438
DRC -> 0
Chip footprint -> 25300 µm²
Slew @ Worst Pin -> 0.792 ns
Gp weighted congestion -> 0.913
Status -> finished clean
Mean number of vias per cell -> 5.74
Post-CTS Setup Bufs -> 0
Drt wl/cell -> 16.3 µm
Power, Total -> 0.00266 W
HPWL after DPL -> 22300 µm
Worst EP arrival -> 3.90 ns
Yosys cell count -> 1438
Cell taking the most area after synthesis -> edfxtp_1
Root Buffer -> clkbuf_16
H-tree Lvls -> 4
Sequential area share after synthesis -> 32.6%
Vias in the first global route -> 9581
First-pass DRT Iterations -> 5
PD cells -> 184 nW/µm²
Pleak -> 5.32 nW
Tightest Hold Check Type -> reg2reg
Routed WL -> 30300 µm
Unique cell types -> 93
Logic area -> 7710 µm²
Global-route usage over all layers -> 25.5%
Peak Freq -> 0.142 GHz
Port buffer count -> 135
Largest net degree at the start of global routing -> 78
CP endpoint kind -> primary output
CTS Buffer Depth -> 2
Die W -> 159 µm
Final ANT Viol Nets -> 0
Synth Flop Type -> edfxtp_1
Iter 0 DRT Violations -> 832
Boundary Pins -> 136
CTS hold repair buffers -> 0
Initial antenna violation count -> 0
MaxCap Viol Count -> 0
Final hold violations -> 0
Worst-path clk slew -> 0.06 ns
CTS buffer count -> 17
Area growth syn-to-layout -> 17.4%
Most common cell in the netlist -> xnor2_1
Slowest CP cell -> or4b_4
Crit path kind -> reg2out
Post-synth EDFFs -> 130
Startpoint types -> register
Synth area leaders -> edfxtp_1 32%, xnor2_1 9.4%, a21oi_1 5.1%
Vias -> 10653
Synth async-reset ratio -> 0%
Clk latency late pin -> 0.43 ns
Layout Utilization -> 59.7%
Antenna cells -> 0
Critical Path RT -> 12.48 ns
Synthesized area -> 12300 µm²
## final cells by class
type                    instances  share of cell area (%)
flip-flops and latches        136                    27.8
inverters                      71                    1.84
multi-input cells            1142                    53.3
well taps                     324                    2.80
clock buffers                  17                    2.94
clock inverters                15                    1.22
repair buffers                150                    10.1
## worst paths after layout
kind	start	end	slack, ns	depth (start not counted)
worst max-delay path	qs	out_quot[26]	8.58	10
worst min-delay path	q[0]	q[1]	0.46	0
worst max register to register	a[42]	a[55]	11.54	11
worst min register to register	q[0]	q[1]	0.46	0
## worst max-delay path: cells and delay by family, from the launching register on
kind	cells	cell delay [ns]
buf+inv	2	0.98
simple gates	3	0.95
compound gates	3	0.89
flops	1	0.32
mux	1	0.21
xor+xnor	1	0.13
## metrics by stage
stage	area, µm²	hold WS [ns]	worst slack, ns
after floorplan	12300	0.424	9.49
after global placement	13900	0.440	8.96
after detailed placement	13900	0.444	8.89
after CTS	14500	0.459	8.54
after global routing	14500	0.469	8.26
final	14500	0.455	8.58
## cells in the final DEF (no fill, tap or decap), types with 30 or more instances in the layout
cell type / instances
nand2_1: 95
nand3_1: 83
clkdlybuf4s50_1: 135
nor2_1: 107
xnor2_1: 132
o22ai_1: 30
edfxtp_1: 130
o21ai_0: 62
ha_1: 42
a21oi_1: 125
xor2_1: 63
inv_1: 68
## cell families (layout without fill, tap and decap cells)
kind of cell / after synthesis / count (layout) / share of synthesized area, %
xor gates and xnor gates: 196 / 196 / 14.0
buffers and inverters: 160 / 253 / 5.03
AOI/OAI and AO/OA: 399 / 399 / 21.0
muxes: 28 / 28 / 2.59
adders and majority gates: 43 / 43 / 4.42
and+or+nand+nor: 476 / 476 / 20.3
DFF: 136 / 136 / 32.6
## flip-flops by register name, summed over array words and instances (netlist names)
name / count
qs: 1
a: 64
b: 32
state: 6
q: 32
rs: 1
## layer usage
layer  wire [µm]  GRT usage, %  vias up
met4         202          1.75        0
li1            -             -     5458
met2       12200          34.4      336
met3        2340          6.80       14
met5           0             0        -
met1       15500          44.3     4845
## report_power, final
part | total [W] | internal, W | leakage (nW) | switching [W]
sequential | 0.000777 | 0.000600 | 1.29 | 0.000177
combinational | 0.00148 | 0.000690 | 3.73 | 0.000785
clock | 0.000407 | 0.000229 | 0.293 | 0.000178
Power and IR drop assume default switching activity.
