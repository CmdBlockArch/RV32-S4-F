**flow/config.mk**
```make
export PLATFORM = sky130hd
export DESIGN_NAME = MUL_radix_4
export DESIGN_NICKNAME = MUL_radix_4
export VERILOG_FILES = /design/flow/design.v
export SDC_FILE = /design/flow/constraint.sdc
export NUM_CORES = 4
export LEC_CHECK = 1
export CORE_UTILIZATION = 40
```
**flow/constraint.sdc**
```tcl
current_design MUL_radix_4

set clk_period 12.8
set clk_io_pct 0.2

create_clock -name clk0 -period $clk_period [get_ports {clock}]

set non_clock_inputs [all_inputs -no_clocks]
set_input_delay [expr $clk_period * $clk_io_pct] -clock clk0 $non_clock_inputs
set_output_delay [expr $clk_period * $clk_io_pct] -clock clk0 [all_outputs]
```
**flow/design.v**
```verilog
module MUL_radix_4 (
  input clock, reset,
  input flush,
  output in_ready,
  input in_valid,
  input [1:0] in_sign,
  input [31:0] in_a, in_b,
  input out_ready,
  output out_valid,
  output [63:0] out_prod
);
  reg [5:0] state, state_next;
  wire st_idle = state == 0;
  wire st_hold = state == 6'd34;
  reg [33:0] a, a_next;
  reg [33:0] b, b_next;
  wire [67:0] s = {a, 34'b0};
  wire [67:0] ds = {s[66:0], 1'b0};
  wire [67:0] ms = {~a + 1, 34'b0};
  wire [67:0] mds = {ms[66:0], 1'b0};
  reg [67:0] prod, prod_next;
  reg [67:0] prod_next_add;
  always_comb begin
    case ({b[state+1], b[state], b[state-1]})
      3'b001, 3'b010 : prod_next_add = s;
      3'b011         : prod_next_add = ds;
      3'b100         : prod_next_add = mds;
      3'b101, 3'b110 : prod_next_add = ms;
      default        : prod_next_add = 0;
    endcase
  end
  wire [67:0] prod_next_uns = prod + prod_next_add;
  always @(posedge clock) begin
    if (reset) begin
      state <= 0;
    end else begin
      state <= state_next;
      prod <= prod_next;
      a <= a_next;
      b <= b_next;
    end
  end
  wire [33:0] in_sa = {{2{in_sign[1] & in_a[31]}}, in_a};
  wire [67:0] in_s = {in_sa, 34'b0};
  wire [67:0] in_ms = {~in_sa + 1, 34'b0};
  always_comb begin
    state_next = state;
    prod_next = prod;
    a_next = a;
    b_next = b;
    if (in_ready & in_valid) begin
      state_next = flush ? 0 : 6'd2;
      case (in_b[1:0])
        2'b01: prod_next = {{2{in_s[67]}}, in_s[67:2]};
        2'b10: prod_next = {in_ms[67], in_ms[67:1]};
        2'b11: prod_next = {{2{in_ms[67]}}, in_ms[67:2]};
        default: prod_next = 0;
      endcase
      a_next = in_sa;
      b_next = {{2{in_sign[0] & in_b[31]}}, in_b};
    end
    if (st_idle) begin
      if (in_valid) ;
    end else if (st_hold) begin
      if (flush | out_ready) begin
        state_next = 0;
      end
    end else begin
      if (flush) begin
        state_next = 0;
      end else begin
        state_next = state + 6'd2;
        prod_next = {{2{prod_next_uns[67]}}, prod_next_uns[67:2]};
      end
    end
  end
  assign in_ready = st_idle;
  assign out_valid = st_hold;
  assign out_prod = prod[63:0];
endmodule
```
**flow/run.sh**
```bash
#!/bin/bash
# OpenROAD 26Q1-2900-gdf79404cd8, Yosys 0.63+post, stock flow scripts
make -C /OpenROAD-flow-scripts/flow DESIGN_CONFIG=/design/flow/config.mk WORK_HOME=/design/flow/orfs finish
```
==> out/summary.txt <==
critical path data arrival time: 7.05 ns
Root Buffer: clkbuf_16
Post-CTS Setup Bufs: 0
Syn Area/Cell: 9.21 um2
share of cells above drive strength 1: 7.51%
worst path required time: 12.96 ns
die width: 172 um
critical path's top delay family: AND-OR/OR-AND gates
# Max-Cap Violations: 0
Inserted Clock Buffers: 17
vias per cell: 5.68
met3 GRT Util: 5.36%
DRT Wirelength: 31000 um
Setup TNS: 0 ns
GR Util met2: 32.3%
CP Capture Type: flop
# port buffers: 136
DIE AREA: 29600 um2
remaining global-route overflow: 0
reg2reg path depth: 23
hold-critical path depth: 2
DRT antenna net count: 0
worst-case clock buffer depth: 2
via count: 9554
CP Depth: 23
FMAX: 145 MHz
ys async rst share: 0%
hold crit path type: flop to flop
Clock Skews: 0.0154 ns
crit path kind: flop to flop
Pre-antenna DRT Iters: 5
area leader, netlist: edfxtp_1
P&R area growth vs syn: 15.1%
Routed WL per cell: 18.4 um
worst path cell trace: inv_1, ha_1, a21boi_0, xnor2_1, mux2_2, a222oi_1, a21oi_2, nor2_1, nand2_1, buf_4, or3_1, o221ai_1, ha_1, o21a_1, o31a_1, o221a_2, o21ai_0, a211o_1, nand2_1, or2_2, a31oi_1, xor2_1, o21ai_0
TritonCTS clock tree: built
H-Tree Depth: 4
met1 Use GR: 35.7%
initial drt markers: 751
die height: 172 um
pwr dens: 123 nW/um2
post-DP HPWL: 21900 um
tool warning count: 28
R2R setup slack: 5.91 ns
Sink Count: 140
Buffers & Inverters on Critical Path: 2
# rows: 61
Worst-Margin Slew: 0.966 ns
Synth Instances: 1257
Yosys cell types: 80
vias in the first global route: 9022
hold buffers post-CTS: 0
# resized after CTS: 0
final count of pins violating max slew: 0
post-synth top area share: 34.7%
Slew HR: 34.7%
yosys warns: 1
VDD IR-drop max: 0.0802 mV
Post-synth area hogs: edfxtp_1 35%, nand2_1 5.1%, xnor2_1 5.0%, ha_1 4.3%, buf_4 4.1%
Reg clk slew, reported paths: 0.08 ns
Worst setup SP type: flop
Worst Path Max Fanout: 19
Post-synth top flop: edfxtp_1
Filler Cells Inserted: 2537
CP startpoint: state[2]
ANT cells: 0
Setup-failing EPs final: 0
outcome: complete, no violations
R2R Path Start: state[2]
Post-synth EDFFs: 134
CP peak stage delay: 0.67 ns
minimum clock period: 6.89 ns
I/O pin count: 137
first-pass GRT wire length: 49100 um
Worst path slowest cell: dfxtp_1
Tcrit/Tclk final: 53.8%
grt peak-use layer: met1
Leakage: 0.00469 uW
FF+latch count, synth: 140
Yosys Instances: 1257
initial antenna violation count: 0
largest net degree at the start of global routing: 49
WHS: 0.636 ns
Post-synth seq share: 35.8%
RSZ-0062 raised after global routing: no
Clock Latency Late Sink: 0.43 ns
Mapped Area: 11600 um2
FP Util: 41.1%
gpl congestion: 0.912
final hold violations: 0
placed cell areas: 12800 um2
core footprint: 28200 um2
Chip Area, Yosys: 11600 um2
GRT Total Usage: 22.3%
Hold Path Origin: prod[6]
Final Cell Area: 13300 um2
Residual DRC: 0
-- state kept, by name, summed over array words and instances (netlist names) --
register  count
a            33
prod         68
state         6
b            33
-- synth_stat cells, types with 10 or more instances --
cell,number
mux4_2,14
xnor2_1,66
a221o_1,28
xor2_1,53
nand2b_1,14
clkbuf_1,59
a21oi_1,88
o21ai_0,80
nor3b_1,10
or3_1,30
buf_4,64
nand2_1,156
mux4_1,12
nand3_1,18
edfxtp_1,134
nor2_1,95
ha_1,40
a21o_1,20
inv_1,26
o211ai_1,26
nor3_1,43
-- metal layers --
layer	up-vias	share of wire [%]
li1	4713	-
met1	4477	47
met2	338	44
met3	26	7.3
met4	0	1.7
met5	-	0
-- area by class of cell --
class                      instances  area (um2)  share of cell area (%)
inverter                          27         101                   0.760
clock inverter                    14         125                   0.939
tap                              378         473                    3.55
sequential                       140        4140                    31.1
timing repair buffer             154        1490                    11.2
clock buffer                      18         429                    3.22
multi-input combinational        952        6570                    49.3
-- power breakdown --
group	total (uW)	internal, uW	switching, uW
logic	562	261	300
registers	591	554	36.7
clock network	483	256	227
-- cell usage in the layout (no fill, tap or decap), drive strengths merged, types with 21 or more instances in the layout --
cell and instances:
or3 30, mux4 26, nor2 95, inv 35, a21oi 89, o211ai 26, o21ai 80, xnor2 66
edfxtp 134, xor2 53, clkdlybuf4s50 135, nor3 44, nand2 156, a21o 21, a221o 28, ha 40
-- per-stage QoR --
stage	power, uW	util, %	instances	setup slack [ns]
CTS	1650	47.3	1683	5.97
global route	1740	47.3	1683	5.32
floorplan	1000	-	1257	6.67
global placement	1160	45.4	1651	6.04
detailed placement	1160	45.4	1651	6.02
finish	1640	47.3	1683	5.91
-- worst reg2reg max path: cells and delay by family (launching register included) --
family | cells | cell delay [ns]
AND-OR/OR-AND | 11 | 2.57
AND/OR/NAND/NOR | 5 | 1.35
flip-flops | 1 | 0.67
XOR/XNOR | 2 | 0.58
adder cells (fa/ha/maj) | 2 | 0.53
buffers and inverters | 2 | 0.52
multiplexers | 1 | 0.40
-- kinds of logic after synthesis --
| logic type | synth area share [%] |
|---|---|
| AND-OR/OR-AND | 18.8 |
| XOR/XNOR | 9.20 |
| adder cells (fa/ha/maj) | 4.49 |
| buffers and inverters | 7.66 |
| flip-flops | 35.8 |
| multiplexers | 6.43 |
| AND/OR/NAND/NOR | 17.6 |
-- worst paths after layout --
path / end
worst max register to register: prod[60]
worst max-delay path: prod[60]
worst min-delay path: prod[4]
worst min register to register: prod[4]
No activity file was given, so power comes from the tool's default toggle rates.
